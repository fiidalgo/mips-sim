`flow/constraint.sdc`:
```
current_design clk_divider

set clk_period 3.6
set clk_io_pct 0.2

create_clock -name clk0 -period $clk_period [get_ports {clk}]

set non_clock_inputs [all_inputs -no_clocks]
set_input_delay [expr $clk_period * $clk_io_pct] -clock clk0 $non_clock_inputs
set_output_delay [expr $clk_period * $clk_io_pct] -clock clk0 [all_outputs]
```
`flow/run.sh`:
```
#!/bin/bash
# OpenROAD 26Q1-2900-gdf79404cd8, Yosys 0.63+post, stock flow scripts
make -C /OpenROAD-flow-scripts/flow DESIGN_CONFIG=/design/flow/config.mk WORK_HOME=/design/flow/orfs finish
```
`flow/design.v`:
```
module clk_divider
    #(parameter N = 28)   
    (
        input logic clk, rst,          
        input logic [N-1:0] max,       
        output logic out_clk,          
        output logic dbg_out           
    );
    logic [N-1:0] r_reg;
    logic [N-1:0] r_next;
    always_ff @(posedge clk, posedge rst)
        if (rst)
            r_reg <= 0;   
        else
            r_reg <= r_next;   
    always_ff @(posedge clk, posedge rst)
        if (rst) begin
            out_clk <= 0;   
            dbg_out <= 0;   
        end
        else if (r_reg == max / 2)
            dbg_out <= 0;   
        else if (r_reg == max) begin
            out_clk <= ~out_clk;   
            dbg_out <= 1;   
        end
        else
            out_clk <= 0;   
    assign r_next = (r_reg >= max) ? 0 : r_reg + 1;   
endmodule
```
`flow/config.mk`:
```
export PLATFORM = sky130hd
export DESIGN_NAME = clk_divider
export DESIGN_NICKNAME = clk_divider
export VERILOG_FILES = /design/flow/design.v
export SDC_FILE = /design/flow/constraint.sdc
export NUM_CORES = 4
export LEC_CHECK = 1
export CORE_UTILIZATION = 40
```
==> metrics.yaml <==
crit_slowest_cell: "nor4_1"
ys_seq_elements: 30
area_delta_synth_final_pct: 20.3
drt_iter0_drc: 83
edf_count: 0
overflow: 0
setup_violations: 0
whs_ns: 0.537
route.detailed.drc: 0
cp_max_fo: 22
gp_congestion: 0.839
r2r_slack_ns: 1.14
synth.distinct_cells: 32
hp-start: "dbg_out"
drv_cap: 0
largest_register_ffs: 28
critPathKind: "primary input to flop"
slew_viol_final: 0
io-pin-count: 32
antenna_found_initial: 0
grt_pass1_wl_um: 9570
portBuffers: 31
ys_warn_count: 1
grt.busiest_layer: "met2"
drt_wl_total_um: 5710
max_slew_margin_pct: 52.8
num_rows: 28
hold_class: "flop to flop"
fillers: 566
worstRegToRegCells: 7
met1_usage_pct: 30.3
drive_gt1_share_pct: 5.02
rsz0062_at_grt: "no"
use_met3_pct: 3.19
use_met2_pct: 30.6
avgSynthCellArea_sq_um: 8.71
chip_area_sq_um: 6520
dp_slack_ns: 0.365
arrival_ns: 3.09
grt_max_degree: 31
clock.fmax_mhz: 341
cts_root_buf: "clkbuf_8"
tightest_slew_ns: 0.705
ff_type: "dfrtp_1"
power_density_nw_per_um2: 413
r2r-start: "r_reg[19]"
holdBufCountCts: 0
worst_ir_drop_vdd_mv: 0.170
hpwl_um: 4430
setup_ws_ns: 0.667
core_area_sq_um: 5960
firstDrtPassIters: 4
cts_setup_buffers: 0
ys_cells: 285
openroad.warnings: 25
timing.rr.end: "r_reg[16]"
cts_buffer_depth: 2
cts_tree: "built"
drt.antenna.violating_nets: 0
synthesis.area_sq_um: 2480
vias: 2059
power_leakage_nw: 1.42
hold_violations: 0
initCoreUtil_pct: 41.7
wl_per_cell_um: 14.5
die_y_um: 80.8
finalCriticalPeriod_ns: 2.93
grt_pass1_vias: 1971
h-tree-depth: 2
fp.dieW_um: 80.8
routed_via_density: 5.23
track_usage_pct: 19.7
netlist_instances: 285
path_cells: "clkdlybuf4s50_1, inv_1, ha_1, nand4_1, nor4_1, nand2_1, o211ai_1, buf_12, nor3_1"
cpPeakStageDelay_ns: 0.52
hold_depth: 2
worstPathRequired_ns: 3.75
numClockSinks: 30
clock_skew_ns: 0.00357
post-route-period-util_pct: 81.5
worstSkewPairLatency_ns: 0.28
endpoint_kind: "flop"
synth_async_sr_flop_share_pct: 100
yosys-stat-area_sq_um: 2480
ys_seq_share_pct: 30.3
ctsResizeCount: 0
cp-start-kind: "primary input"
power_mw: 1.23
antennaDiodeCount: 0
path_clk_slew_ns: 0.06
hold-path-endpoint: "dbg_out"
status: "finished clean"
setup_tns_ns: 0
cts_buffers: 5
## stage by stage
| stage | area [sq um] | std cells | util [%] |
|---|---|---|---|
| after floorplan | 2480 | 285 | - |
| after global placement | 2900 | 388 | 48.7 |
| after detailed placement | 2900 | 388 | 48.7 |
| after CTS | 2980 | 394 | 50.1 |
| after global routing | 2980 | 394 | 50.1 |
| final | 2980 | 394 | 50.1 |
## per-layer routing
metal,vias up,wire length [um]
li1,1066,-
met1,936,2750
met2,51,2550
met3,6,331
met4,0,75
met5,-,0
## worst max-delay path by stage
stage / to / startpoint / cells past startpoint / slack [ns]
4_1_cts: r_reg[16] / max[19] / 9 / 0.64
5_1_grt: r_reg[18] / max[19] / 9 / 0.49
6_report: r_reg[16] / max[19] / 9 / 0.67
## cells in the mapped netlist, types with 2 or more instances
cell type | n | area [sq um]
or3_1 | 2 | 12.5
xnor2_1 | 12 | 105
nand2_1 | 10 | 37.5
buf_1 | 2 | 7.51
nor4_2 | 2 | 25.0
a21o_1 | 3 | 22.5
a221oi_1 | 2 | 17.5
nor3_1 | 30 | 150
o211ai_1 | 2 | 15.0
dfrtp_1 | 30 | 751
inv_1 | 37 | 139
a211oi_1 | 2 | 15.0
a21boi_0 | 2 | 15.0
ha_1 | 29 | 363
clkbuf_1 | 5 | 18.8
a21oi_1 | 9 | 45.0
nor4_1 | 8 | 50.1
xor2_1 | 40 | 350
nand4_1 | 13 | 81.3
nor2_1 | 9 | 33.8
and3_1 | 4 | 25.0
nand3_1 | 19 | 95.1
o21ai_0 | 4 | 20.0
## logic make-up (layout without fill, tap and decap cells)
family,after synthesis,in the layout,share of synthesized area (%)
buffers and inverters,44,78,6.66
adders and majority gates,29,29,14.6
AOI/OAI and AO/OA,26,26,6.86
and+or+nand+nor,104,104,23.2
xor gates and xnor gates,52,52,18.4
DFF,30,30,30.3
## final cells by class
class                           instances  area, sq um  area share [%]
Tap cell                               75         93.8            3.14
Sequential cell                        30          751            25.2
Inverter                               37          139            4.65
Timing Repair Buffer                   35          353            11.8
Clock buffer                            6         82.6            2.77
Multi-Input combinational cell        211         1570            52.5
## critical path, delay by kind of cell
kind | cells | cell delay, ns
AND-OR/OR-AND | 1 | 0.35
AND/OR/NAND/NOR | 4 | 0.91
buffers and inverters | 3 | 0.79
adder cells (fa/ha/maj) | 1 | 0.30
## power breakdown
part	switching [mW]	total (mW)	leakage, nW	internal, mW
Combinational	0.205	0.414	0.978	0.208
Sequential	0.145	0.550	0.399	0.405
Clock	0.122	0.269	0.0431	0.147
Total	0.472	1.23	1.42	0.761
## cell usage in the layout, fill, tap and decap left out, drive strengths merged
cell           instances
a211oi                 2
or2                    1
nand3                 20
nor3                  30
or4                    2
o211ai                 2
nand4                 13
a21o                   3
or3                    2
ha                    29
o41a                   1
dfrtp                 30
xnor2                 12
clkdlybuf4s50         31
nor2                   9
a21oi                  9
buf                    4
and4                   1
a221oi                 2
and3                   4
nand2                 10
nor3b                  1
xor2                  40
o21ai                  4
nor2b                  1
a21boi                 2
clkbuf                 6
nor4                  10
inv                   37
o2111ai                1
Power and IR drop assume default switching activity.
