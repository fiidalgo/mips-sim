<file path="flow/config.mk">
export PLATFORM = sky130hd
export DESIGN_NAME = reg_file
export DESIGN_NICKNAME = reg_file
export VERILOG_FILES = /design/flow/design.v
export SDC_FILE = /design/flow/constraint.sdc
export NUM_CORES = 4
export LEC_CHECK = 1
export CORE_UTILIZATION = 50
</file>
<file path="flow/constraint.sdc">
current_design reg_file

set clk_period 7.5
set clk_io_pct 0.2

create_clock -name clk0 -period $clk_period [get_ports {clk}]

set non_clock_inputs [all_inputs -no_clocks]
set_input_delay [expr $clk_period * $clk_io_pct] -clock clk0 $non_clock_inputs
set_output_delay [expr $clk_period * $clk_io_pct] -clock clk0 [all_outputs]
</file>
<file path="flow/design.v">
module reg_file
    #(
        parameter DATA_WIDTH = 32,  
                  ADDR_WIDTH = 5    
    )
    (
        input logic clk,                                    
        input logic wr_en,                                  
        input logic [ADDR_WIDTH-1:0] w_addr, r0_addr, r1_addr,  
        input logic [DATA_WIDTH-1:0] w_data,                
        output logic [DATA_WIDTH-1:0] r0_data, r1_data,     
        input logic [ADDR_WIDTH-1:0] rdbg_addr,             
        output logic [DATA_WIDTH-1:0] rdbg_data             
    );
    logic [DATA_WIDTH-1:0] regs [0:2**ADDR_WIDTH-1];  
    always_ff @(posedge clk)
        if (wr_en)
            regs[w_addr] <= w_data;  
    assign r0_data = r0_addr == 0 ? 0 : regs[r0_addr];
    assign r1_data = r1_addr == 0 ? 0 : regs[r1_addr];
    assign rdbg_data = rdbg_addr == 0 ? 0 : regs[rdbg_addr];
endmodule
</file>
<file path="flow/run.sh">
#!/bin/bash
# OpenROAD 26Q1-2900-gdf79404cd8, Yosys 0.63+post, stock flow scripts
make -C /OpenROAD-flow-scripts/flow DESIGN_CONFIG=/design/flow/config.mk WORK_HOME=/design/flow/orfs finish
</file>
==> out/qor.json <==
{
  "synth": {
    "dominantRegCellSynth": "edfxtp_1",
    "ys_warn_count": 1,
    "register_area_share_after_synthesis_pct": 55.1,
    "yosysChipArea_um2": 55800,
    "synth-cells-yosys": 3230,
    "synthesis.instances": 3230,
    "edf_count": 1024,
    "yosys-top-cells-area": "edfxtp_1 (55%), mux4_2 (23%), mux2i_1 (6.9%)",
    "top_cell_area_share_pct": 55.1,
    "syn-cell-area_um2": 55800,
    "postSynth.asyncResetShare_pct": 0,
    "unique_masters_post_synth": 36,
    "synth_area_leader_cell": "edfxtp_1",
    "synthesis.area_per_instance_um2": 17.3,
    "synth_flops": 1024
  },
  "global_route": {
    "first_global_vias": 40900,
    "largest_net_degree_at_the_start_of_global_routing": 89,
    "globalRouteTotalUtil_pct": 41.5,
    "antenna_found_initial": 3,
    "gr-total-overflow": 0,
    "grt_first_pass_wirelength_um": 291000
  },
  "clock_network": {
    "cts_setup_buffers": 0,
    "clock_sink_count": 1024,
    "worst_setup_hold_path_clk_slew_ps": 60,
    "root_buffer_selected_by_cts": "clkbuf_16",
    "cts_max_level": 3,
    "cts_resized": 0,
    "cts_tree": "built",
    "ctsLongestPathBuffers": 3,
    "cts_hold_buf": 0,
    "cts_inserted_buffers": 113
  },
  "pwr": {
    "power_frac_comb_pct": 12.3,
    "static_leakage_nw": 20.2,
    "power.clock.fraction_pct": 40.4,
    "internal_power_mw": 10.3,
    "p_per_cell_area_nw_per_um2": 215,
    "switching_share_pct": 24.3,
    "seqPwrFrac_pct": 47.4,
    "vdd.ir_drop.worst_uv": 211,
    "power.switching_mw": 3.29
  },
  "drt": {
    "dr_total_vias": 36800,
    "drt-wirelength-per-cell_um": 42.0,
    "drt_pass1_iterations": 7,
    "antenna_violating_nets_post_route": 0,
    "drt-vias-per-instance": 7.47,
    "drc_errors": 0,
    "detail_route.iter0.violations": 2717,
    "totalWireLength_um": 207000
  },
  "timing": {
    "fmax_mhz": 150,
    "timing.setup.tns_ps": 0,
    "final_hold_viol_count": 0,
    "grt_setup_unrepaired": "false",
    "fin_ws_ps": 851,
    "slew_headroom_pct": 28.8,
    "timing.final.max_slew_violations": 0,
    "finalCriticalPeriod_ps": 6650,
    "post-route-period-util_pct": 88.7,
    "max_slew.worst_pin.slew_ps": 1060,
    "hold_slack_ps": 1610,
    "report.final.setup_viol": 0
  },
  "setup_path": {
    "critical-path-max-stage-delay_ps": 750,
    "crit_path_start_kind": "input pin",
    "timing.critical_path.from": "r1_addr[4]",
    "setup.worst_path.end_class": "output pin",
    "path_buffers": 2,
    "critPathArrivalTime_ps": 5150,
    "timing.critical_path.required_ps": 6000,
    "cp_top_family": "simple AND/OR/NAND/NOR gates",
    "cp_cell_instances": "buf_2, or2_2, or4_4, o21ai_1, a311oi_1, clkdlybuf4s50_1",
    "timing.critical_path.fanout_max": 25,
    "crit_type": "input pin to output pin",
    "crit_slowest_cell": "or4_4"
  },
  "layout": {
    "reg_top3": "regs x1024",
    "layout_top_cells_excl_fill_tap": "edfxtp_1 (1024), mux4_2 (576), mux2i_1 (384)",
    "max_ffs_per_register": 1024,
    "top_register": "regs",
    "area_delta_synth_final_pct": 12.6,
    "post_route_cells_drive_above_1_share_pct": 31.3,
    "final_layout_top_logic_cell": "edfxtp_1",
    "filler_cell_count": 8104,
    "postLayoutCoreUtil_pct": 56.8
  },
  "placement": {
    "io_buffer_count": 149,
    "preCtsSetupSlack_ps": 1090,
    "place.gp.congestion": 0.953,
    "dpl.hpwl_um": 120000
  },
  "run_status": {
    "status": "complete, no violations"
  },
  "floorplan": {
    "fp_util_pct": 50.4,
    "fp.dieArea_um2": 113000,
    "io_pins": 150,
    "die_h_um": 336,
    "core_box_area_um2": 111000,
    "placement_rows": 122,
    "die_x_um": 336
  },
  "run": {
    "max_cap_viol_count": 0,
    "tool_warnings": 26
  },
  "worst_hold_path": {
    "hold_class": "input pin to flop",
    "worst_hold_startpoint": "w_data[3]"
  }
}
## power groups by stage
stage / Clock [mW] / Combinational, mW / Sequential [mW]
CTS: 5.51 / 1.63 / 6.41
global route: 5.72 / 1.73 / 6.42
finish: 5.47 / 1.66 / 6.41
## per-layer routing
layer | share of wire, % | track usage [%] | up-vias
li1 | - | - | 14300
met1 | 29 | 46.9 | 18300
met2 | 45 | 56.4 | 3437
met3 | 19 | 34.7 | 727
met4 | 6.3 | 19.3 | 27
met5 | 0.35 | 5.87 | -
## Yosys cell counts, drive strengths merged (32+ instances only)
master,count
buf,164
a211oi,96
a21oi,32
o221ai,64
mux4,576
nand2,103
mux2,96
mux2i,384
nand4,32
a22oi,96
a311oi,64
edfxtp,1024
nor2,41
a221oi,77
clkbuf,154
nor2b,71
o21ai,109
## cells by family after synthesis
| kind of cell | synth area share (%) |
|---|---|
| compound gates | 7.36 |
| buf+inv | 3.02 |
| flops | 55.1 |
| mux | 32.1 |
| simple gates | 2.46 |
## area by class of cell
cell class	instances	area (um2)	area share [%]
Sequential cell	1024	30700	48.9
Multi-Input combinational cell	1885	23700	37.7
Clock buffer	140	2950	4.69
Timing Repair Buffer	322	2930	4.67
Tap cell	1488	1860	2.96
Clock inverter	62	619	0.985
Inverter	3	16.3	0.0259
Antenna cell	3	7.51	0.0119
## path summary, 6_finish.rpt
path	to	slack, ps	depth (start not counted)
setup / recovery	r1_data[14]	850	6
hold / removal	regs[8][3]$_DFFE_PP_	1610	2
## per-stage QoR
step                      instances  area (um2)  power (mW)
after floorplan                3230       55800        7.45
after global placement         4722       59300        8.15
after detailed placement       4722       59300        8.16
after CTS                      4924       62800        13.6
after global routing           4926       62800        13.9
final                          4927       62900        13.5
No activity file was given, so power comes from the tool's default toggle rates.
