--- ./config.mk ---
export PLATFORM = sky130hd
export DESIGN_NAME = disp_hex_mux
export DESIGN_NICKNAME = disp_hex_mux
export VERILOG_FILES = /design/flow/design.v
export SDC_FILE = /design/flow/constraint.sdc
export NUM_CORES = 4
export LEC_CHECK = 1
export CORE_AREA = 10 10 106 106
export DIE_AREA = 0 0 116 116
--- ./run.sh ---
#!/bin/bash
# OpenROAD 26Q1-2900-gdf79404cd8, Yosys 0.63+post, stock flow scripts
make -C /OpenROAD-flow-scripts/flow DESIGN_CONFIG=/design/flow/config.mk WORK_HOME=/design/flow/orfs finish
--- ./design.v ---
module disp_hex_mux
    (
        input  logic clk, reset,                                      
        input  logic [3:0] hex7, hex6, hex5, hex4, hex3, hex2, hex1, hex0,  
        input  logic [7:0] dp_in,                                     
        output logic [7:0] an,                                        
        output logic [7:0] sseg                                       
    );
    localparam N = 18;   
    logic [N-1:0] q_reg;   
    logic [N-1:0] q_next;  
    logic [3:0] hex_in;    
    logic dp;              
    always_ff @(posedge clk, posedge reset)
        if (reset)
            q_reg <= 0;   
        else
            q_reg <= q_next;   
    assign q_next = q_reg + 1;   
    always_comb begin
        case (q_reg[N-1:N-3])   
            3'b000: begin
                an = 8'b11111110;   
                hex_in = hex0;       
                dp = dp_in[0];       
            end
            3'b001: begin
                an = 8'b11111101;   
                hex_in = hex1;      
                dp = dp_in[1];      
            end
            3'b010: begin
                an = 8'b11111011;   
                hex_in = hex2;      
                dp = dp_in[2];      
            end
            3'b011: begin
                an = 8'b11110111;   
                hex_in = hex3;      
                dp = dp_in[3];      
            end
            3'b100: begin
                an = 8'b11101111;   
                hex_in = hex4;      
                dp = dp_in[4];      
            end
            3'b101: begin
                an = 8'b11011111;   
                hex_in = hex5;      
                dp = dp_in[5];      
            end
            3'b110: begin
                an = 8'b10111111;   
                hex_in = hex6;      
                dp = dp_in[6];      
            end
            3'b111: begin
                an = 8'b01111111;   
                hex_in = hex7;      
                dp = dp_in[7];      
            end
        endcase
    end
    always_comb begin
       case(hex_in)
            4'h0: sseg[6:0] = 7'b1000000;  
            4'h1: sseg[6:0] = 7'b1111001;  
            4'h2: sseg[6:0] = 7'b0100100;  
            4'h3: sseg[6:0] = 7'b0110000;  
            4'h4: sseg[6:0] = 7'b0011001;  
            4'h5: sseg[6:0] = 7'b0010010;  
            4'h6: sseg[6:0] = 7'b0000010;  
            4'h7: sseg[6:0] = 7'b1111000;  
            4'h8: sseg[6:0] = 7'b0000000;  
            4'h9: sseg[6:0] = 7'b0010000;  
            4'ha: sseg[6:0] = 7'b0001000;  
            4'hb: sseg[6:0] = 7'b0000011;  
            4'hc: sseg[6:0] = 7'b1000110;  
            4'hd: sseg[6:0] = 7'b0100001;  
            4'he: sseg[6:0] = 7'b0000110;  
            default: sseg[6:0] = 7'b0001110;  
        endcase
      sseg[7] = dp;  
    end
endmodule
--- ./constraint.sdc ---
current_design disp_hex_mux

set clk_period 4.8
set clk_io_pct 0.2

create_clock -name clk0 -period $clk_period [get_ports {clk}]

set non_clock_inputs [all_inputs -no_clocks]
set_input_delay [expr $clk_period * $clk_io_pct] -clock clk0 $non_clock_inputs
set_output_delay [expr $clk_period * $clk_io_pct] -clock clk0 [all_outputs]
==> GITHUB_STEP_SUMMARY <==
## Implementation flow summary

| Metric | Value |
|---|---|
| Outcome | complete, no violations |
| Worst-margin pin slew | 650 ps |
| DIE HEIGHT | 116 um |
| Gr usage total | 0.0592 |
| Fin. max-slew vios | 0 |
| Critical path's largest stage delay | 450 ps |
| Flip-flop and latch area | between 400 and 500 um^2 |
| Crit path DAT | approximately 3500 ps |
| RSZ-0062 raised after global routing | no |
| Final ANT Viol Nets | 0 |
| Crit end category | primary output |
| First-pass DRT Iterations | 4 |
| Skew-Pair Late Insertion Delay | 250 ps |
| Total grt overflow | 0 |
| Number of fill cells | 951 |
| Drt drc | 0 |
| IO buf count | 57 |
| Synth Area per Inst | between 9 and 10 um^2 |
| CTS Sinks | 18 |
| Vias | 1297 |
| Type of the worst setup path | primary input to primary output |
| Warning count from the yosys run | 1 |
| Leak | 0.865 nW |
| Global-route wire length before repair | 6470 um |
| Hold_buf cts | 0 |
| Synth async-reset ratio | 1.00 |
| Area grow syn2layout | 48.7% |
| CORE AREA | 8850 um^2 |
| Worst Setup Start Kind | primary input |
| Comb area | 903 um^2 |
| WP data required | between 3000 and 4000 ps |
| Vias per cell | 4.07 |
| Number of CTS-inserted buffers | 3 |
| Mapped Cells | 158 |
| Worst supply voltage drop on vdd | roughly 0.00019 V |
| Routed wire length | 4040 um |
| HP Start | q_reg[0]$_DFF_PP0_ |
| Seq cells post-synth | 18 |
| Buf/Inv on CP | 5 |
| Post-synth EDFFs | 0 |
| Main synth FF type | dfrtp_1 |
| Critical Path Fanout Max | 6 |
| Worst-path clk slew | roughly 60 ps |
| Starting density of the core | 0.165 |
| Crit path from | hex1[1] |
| Core Rows | 34 |
| Diodes inserted | 0 |
| Placer congestion estimate | 0.757 |
| Worst clock skew | 0.480 ps |
| Wire per inst | 12.7 um |
| Endpoints failing setup | 0 |
| Final core occ | 0.246 |
| Die Wd | 116 um |
| DIE AREA | approximately 13000 um^2 |
| H-tree Lvls | 1 |
| DP Area | 2120 um^2 |
| HP Class | register to register |
| Pin count of the biggest net entering global routing | 20 |
| Non-Filler Instances | ~320 |
| Maximum operating frequency | roughly 0.22 GHz |
| Reg2reg start | q_reg[2]$_DFF_PP0_ |
| Placed insts | 315 |
| Tool warnings | 30 |
| Tcrit/Tclk final | 0.935 |
| Minimum clock period | 4490 ps |
| Most frequent logic cell in the layout | clkdlybuf4s50_1 |
| Cell Chain, Critical Path | clkdlybuf4s50_1 > inv_1 > a221oi_1 > a221oi_1 > nor2_1 > inv_1 > ha_1 > inv_1 > mux4_2 > clkdlybuf4s50_1 |
| Chip Area, Yosys | 1460 um^2 |
| CP delay by family, top | buffers and inverters |
| Most common logic cells in the final layout | 57 x clkdlybuf4s50_1, 18 x dfrtp_1, 12 x xnor2_1, 12 x nor2_1, 11 x nand3_1 |
| Post-CTS Setup Bufs | 0 |
| Post-synth seq share | 0.308 |
| CTS root buffer | clkbuf_8 |
| Post-route cell area | 2170 um^2 |
| Relative slew slack | 0.566 |
| Layout cells sized above 1 | 0.0758 |
| 1st-iter DRT viols | 53 |
| Vias in the first global route | 1297 |
| Power per cell area | 158 nW/um^2 |
| Ports | 58 |
| Post-Syn Area | 1460 um^2 |
| Fin. Hold Viols | 0 |
| CTS tree | built |
| HPWL after DPL | 3390 um |
| Post-CTS Resized | 0 |
| Cell repeated most along the worst path | inv_1 |
| Maxcap violations | 0 |
| Netlist cell types | 43 |
| Initial antenna violation count | 0 |
| Setup TNS Final | 0 ps |
| Max reg flops | 18 |
| Yosys Instances | 158 |
| Max stage delay cell, worst path | clkdlybuf4s50_1 |
| Clock Tree Buf Depth | 2 |
## per-stage QoR
stage               hold slack (ps)  power [W]  setup slack, ps
finish                          460   0.000343              310
global route                    490   0.000366             72.2
CTS                             463   0.000350              257
global placement                439   0.000229              310
floorplan                       421   0.000181             1390
detailed placement              450   0.000229              261
## cell type report
cell class | instances | area share
clock buffers | 4 | 0.0253
inverters | 10 | 0.0173
multi-input cells | 119 | 0.415
flip-flops and latches | 18 | 0.207
well taps | 108 | 0.0621
repair buffers | 60 | 0.273
## cells by family after synthesis
family          synth area share
flops                      0.308
fa+ha+maj                 0.0599
xor+xnor                   0.102
simple gates               0.203
buf+inv                   0.0744
mux                        0.115
compound gates             0.139
## where the power goes
part	internal [W]	switching (W)	leakage [nW]
combinational	0.0000514	0.0000217	0.594
sequential	0.000152	0	0.242
clock	0.0000727	0.0000457	0.0288
## routing by layer
metal,part of all wire,up-vias,track usage
li1,-,659,-
met1,0.43,603,0.0764
met2,0.49,35,0.0994
met3,0.081,0,0.0209
met4,0,0,0.000834
met5,0,-,0
## final timing paths
kind | end | depth (start not counted) | slack, ps
max | sseg[3] | 10 | 310
min | q_reg[0]$_DFF_PP0_ | 1 | 460
max reg2reg | q_reg[17]$_DFF_PP0_ | 4 | 3270
min reg2reg | q_reg[0]$_DFF_PP0_ | 1 | 460
max in group asynchronous | q_reg[0]$_DFF_PP0_ | 2 | 3270
min in group asynchronous | q_reg[7]$_DFF_PP0_ | 2 | 1120
## cell usage after synthesis, types with 2 or more instances
cell      number  area share
dfrtp_1       18        0.31
nor2_1        12       0.031
xnor2_1       12       0.072
nand3_1       11       0.038
inv_1         10       0.026
mux2i_1       10       0.068
nand2_1        9       0.023
ha_1           7       0.060
buf_2          6       0.021
nand2b_1       6       0.026
xor2_1         5       0.030
nor3b_1        4       0.021
o22ai_1        4       0.017
a221oi_1       3       0.018
nand4_1        3       0.013
nor2b_1        3       0.013
a21oi_1        2      0.0068
a32o_1         2       0.014
and3_1         2      0.0086
buf_4          2       0.010
buf_6          2       0.015
mux4_2         2       0.031
nor3_1         2      0.0068
or2_2          2      0.0086
Power and IR drop assume default switching activity.
